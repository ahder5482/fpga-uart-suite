`flow/config.mk`:
```
export PLATFORM = sky130hd
export DESIGN_NAME = uart_byte_tx
export DESIGN_NICKNAME = uart_byte_tx
export VERILOG_FILES = /design/flow/design.v
export SDC_FILE = /design/flow/constraint.sdc
export NUM_CORES = 4
export LEC_CHECK = 1
export CORE_UTILIZATION = 40
```
`flow/run.sh`:
```
#!/bin/bash
# OpenROAD 26Q1-2900-gdf79404cd8, Yosys 0.63+post, stock flow scripts
make -C /OpenROAD-flow-scripts/flow DESIGN_CONFIG=/design/flow/config.mk WORK_HOME=/design/flow/orfs finish
```
`flow/constraint.sdc`:
```
current_design uart_byte_tx

set clk_period 3.1
set clk_io_pct 0.2

create_clock -name clk0 -period $clk_period [get_ports {Clk}]

set non_clock_inputs [all_inputs -no_clocks]
set_input_delay [expr $clk_period * $clk_io_pct] -clock clk0 $non_clock_inputs
set_output_delay [expr $clk_period * $clk_io_pct] -clock clk0 [all_outputs]
```
`flow/design.v`:
```
module uart_byte_tx(
    Clk,
    Reset_n,
    Data,
    Send_Go,
    Baud_set,
    uart_tx,
    Tx_done
);
    input Clk;
    input Reset_n;
    input [7:0]Data;
    input Send_Go;
    input [2:0]Baud_set;
    output reg uart_tx;
    output reg Tx_done;
    reg [17:0]bps_DR;
    always@(*)
        case(Baud_set)
            0:bps_DR = 1000000000/9600/20;
            1:bps_DR = 1000000000/19200/20;
            2:bps_DR = 1000000000/38400/20;
            3:bps_DR = 1000000000/57600/20;
            4:bps_DR = 1000000000/115200/20;
            default bps_DR = 1000000000/9600/20;
        endcase
    reg Send_en;        
    always@(posedge Clk or negedge Reset_n)
    if(!Reset_n)
        Send_en <= 0;
    else if(Send_Go)
        Send_en <= 1;
    else if(Tx_done)
        Send_en <= 0;  
    reg [7:0]r_Data;
    always@(posedge Clk)
    if(Send_Go)
        r_Data <= Data;
    else
        r_Data <= r_Data;              
    reg [17:0]div_cnt;
    wire bps_clk;
    assign bps_clk = (div_cnt == 1);
    always@(posedge Clk or negedge Reset_n)
    if(!Reset_n)
        div_cnt <= 0;
    else if(Send_en)begin
        if(div_cnt == bps_DR - 1)
            div_cnt <= 0;
        else 
            div_cnt <= div_cnt + 1'b1;
    end            
    else    
        div_cnt <= 0;            
    reg [3:0]bps_cnt;
    always@(posedge Clk or negedge Reset_n)
    if(!Reset_n)
        bps_cnt <= 0;
    else if(Send_en)begin
        if(bps_clk)begin     
            if(bps_cnt == 12)
                bps_cnt <= 0;
            else 
                bps_cnt <= bps_cnt + 1'b1;
        end
    end
    else
         bps_cnt <= 0;                
    always@(posedge Clk or negedge Reset_n)
    if(!Reset_n)begin
        uart_tx <= 1'b1;
    end        
    else begin   
        case(bps_cnt)
            1:uart_tx <= 0;
            2:uart_tx <= r_Data[0];
            3:uart_tx <= r_Data[1];
            4:uart_tx <= r_Data[2];
            5:uart_tx <= r_Data[3];
            6:uart_tx <= r_Data[4];
            7:uart_tx <= r_Data[5];
            8:uart_tx <= r_Data[6];
            9:uart_tx <= r_Data[7];
            10:uart_tx <= 1;
            11:uart_tx <= 1;
            default uart_tx <= 1;
        endcase
    end 
    always@(posedge Clk or negedge Reset_n)
    if(!Reset_n)
        Tx_done <= 0;
    else if((bps_clk == 1) && (bps_cnt == 10))
        Tx_done <= 1;
    else
        Tx_done <= 0;
endmodule
```
==> run summary <==
The implementation run finished. Looking at the setup timing report, the critical path kind is in2reg. The overall die size recorded for this design is 0.00541 sq mm. Power density over the cells landed at 592 mW/mm^2. TritonCTS built the clock tree. For this run the top cell type by instance count after synthesis was sky130_fd_sc_hd__dfrtp_1. Count of buffering cells on the critical path with inverters included landed at 2. In this run the critical register-to-register path is launched from div_cnt[15]. Synthesis-to-finish area growth landed at 13.9%. Worst setup slack before clock tree synthesis landed at 0.0742 ns. Data arrival at the endpoint of the critical path landed at 2.94 ns. After detailed routing, the total wire length is 3940 microns. Required time at the worst-slack endpoint landed at 3.27 ns.

Pin count of the biggest net entering global routing landed at 26. HPWL after detailed placement landed at 2720 microns. The run finished with clean final reports. Post-placement cell count landed at 290. The clock arrives with 0.00783 ns of skew. For this run, the top clock speed supported by timing is 361 MHz. Looking at the hold checks, the worst path lands on Tx_done. Summed over all instances, the cell type with the most area after synthesis is sky130_fd_sc_hd__dfrtp_1. The clock passes through at most 2 buffers.

Depth of the worst register-to-register path landed at 7. In this run the cell area of the synthesized design comes to 0.00205 sq mm. The routed design ends up with an antenna cell count of 0. The final timing report lists a hold violation count of 0. Per the placement log, port buffering inserted 15 buffers. Traced cell by cell, the critical path runs through clkdlybuf4s50_1 -> nor2_1 -> or2_2 -> ha_1 -> xor2_1 -> o2111ai_1 -> a211o_1 -> a211oi_2 -> buf_4 -> nor2_1.

Post-synth tally of flip-flops with integrated enable landed at 8. Leakage power figure landed at 0.970 nW. In the routed design, unresolved DRC markers number 0. Tally of filler cells in the layout landed at 461. The worst setup path is captured at a register. Site row count landed at 25. For reference, the top cells by area after synthesis are sky130_fd_sc_hd__dfrtp_1, sky130_fd_sc_hd__edfxtp_1, sky130_fd_sc_hd__ha_1, sky130_fd_sc_hd__nand2_1, sky130_fd_sc_hd__nor2_1. Number of register bits inferred by synthesis landed at 33. Share of synthesized registers carrying an async set or reset landed at 75.8%. The initial antenna violation count came to 0. Total setup buffers inserted after CTS landed at 0.

Maximum net fanout on the critical path landed at 8. Number of placed I/O pins landed at 16. Grouping stages by cell kind, the critical path spends the most delay in buffers and inverters. Horizontal die dimension landed at 73.6 microns.

Setup repair after global routing left no endpoint under its margin. Number of cells in the finished layout apart from fillers landed at 298. The first global-routing pass estimated 6890 microns of wire. The timing report shows the most common cell along the critical path to be sky130_fd_sc_hd__nor2_1.

Number of logged tool warnings landed at 29. The floorplan step set the die height to 73.6 microns. The worst register-to-register path ends at div_cnt[11].

The slowest stage of the critical path belongs to the cell sky130_fd_sc_hd__clkdlybuf4s50_1. Core area landed at 0.00482 sq mm. Number of vias per cell landed at 5.17. Summed over all failing endpoints, the final setup total negative slack is 0 ns. Looking at hold timing, the worst path starts from bps_cnt[2]. After detailed routing, the average wire length per cell comes to 13.2 microns. Summing internal, switching and leakage power gives 1.38 mW. Biggest cell delay along the critical path landed at 0.62 ns.

The CTS report gives the tree buffer count as 5. In this run, the number of DRC markers left after iteration 0 of detailed routing was 88. The routed layout has 1542 vias. Setup slack on the critical path of the routed design comes to 0.332 ns. Detailed-routing iteration count for the pre-antenna-repair pass landed at 4.

Number of sinks driven by the clock tree landed at 33. CTS built an H-tree with a depth of 2. Core utilization before placement landed at 42.5%.

Instance count on the critical path landed at 10. The number of global-route vias before repair is 1491. Yosys reports that the most numerous cell types are sky130_fd_sc_hd__dfrtp_1, sky130_fd_sc_hd__nand2_1, sky130_fd_sc_hd__nor2_1. Hold repair after CTS inserted 0 buffers.

The clock reaches the later pin of the worst-skew pair after 0.28 ns. Post-synth the commonest register cell is sky130_fd_sc_hd__dfrtp_1. Smallest hold slack landed at 0.532 ns. Worst-case headroom to the max-slew limit landed at 55.1%.

The clock period could shrink to 2.77 ns. The area fraction of the largest cell type after synthesis is 29.3%. Leftover overflow at the end of global routing landed at 0. The final timing report lists a max-slew violation count of 0.

Count of nets left with antenna violations after detail routing landed at 0. Register area share after synthesis landed at 42.3%. The analysis reports a worst IR drop on VDD of 0.323 mV. Count of mapped cells out of synthesis landed at 215. For this run, the final setup violation count is recorded as 0. Per the run summary, max-cap violations total 0. Number of distinct library cells after synthesis landed at 59. Measured slew at the worst slew-check pin landed at 0.673 ns.

Per the final layout report, the fraction of cells sized above drive strength 1 comes to 12.1%. The root buffer cell chosen for the clock tree is sky130_fd_sc_hd__clkbuf_8. The tightest min-delay check is of the reg2reg type. Clock-pin transition on the worst setup and hold timing paths landed at 0.06 ns. Worst reg-to-reg setup slack landed at 0.96 ns. At the end of routability-driven placement, the weighted congestion stood at 0.892. The worst setup path is launched from an input port. Mean area per synthesized cell landed at 9.53 sq um. Along the worst hold path, the cell count comes to 1. Chip area in the Yosys report landed at 0.00205 sq mm. The synth_stat.txt file lists the number of cells as 215. The worst path uses 89.3% of the clock period.

Global routing used 17.0% of the available tracks across all layers. Number of resized instances in the post-cts repair step landed at 0. Tally of yosys warning messages landed at 1.
==> kinds of logic (layout without fill, tap and decap cells) <==
logic type                 Yosys count  count (layout)  synth area share (%)
AOI/OAI and AO/OA                   39              39                  13.5
xor gates and xnor gates            18              18                  7.70
adders and majority gates            7               7                  4.28
buffers and inverters               21              37                  6.47
DFF                                 33              33                  42.3
muxes                                1               1                 0.489
and+or+nand+nor                     96              96                  25.2
==> where the power goes <==
group	switching (mW)	internal (mW)
clock network	0.152	0.238
logic	0.153	0.175
registers	0.141	0.523
==> per-stage QoR <==
step                      cell area [sq um]  utilization, %
after floorplan                        2050               -
after global placement                 2220            46.2
after detailed placement               2220            46.2
after CTS                              2330            48.4
after global routing                   2330            48.4
final                                  2330            48.4
==> worst max path at each step <==
stage,slack [ns],end,from
after global routing,0.23,div_cnt[9],Baud_set[0]
after CTS,0.36,div_cnt[9],Baud_set[0]
final,0.33,div_cnt[11],Baud_set[0]
==> routing by layer <==
layer | global-route usage (%) | vias up | wire length, microns
li1 | - | 790 | -
met1 | 27.9 | 724 | 2030
met2 | 25.6 | 23 | 1740
met3 | 2.77 | 5 | 132
met4 | 1.92 | 0 | 40
met5 | 0 | - | 0
==> cell type report <==
type / instances / area, sq um / area share [%]
inverter: 8 / 30.0 / 1.29
clock inverter: 2 / 35.0 / 1.50
timing repair buffer: 21 / 195 / 8.37
sequential: 33 / 867 / 37.2
tap: 67 / 83.8 / 3.59
multi-input combinational: 161 / 1050 / 45.0
clock buffer: 6 / 72.6 / 3.11
==> sequential cells by signal, indices dropped and copies added (netlist names) <==
signal   cells
div_cnt     18
r_Data       8
bps_cnt      4
Send_en      1
Tx_done      1
uart_tx      1
==> cell usage in the layout, fill, tap and decap left out, types with 3 or more instances in the layout <==
master,Yosys,final
sky130_fd_sc_hd__dfrtp_1,24,24
sky130_fd_sc_hd__nor3_1,7,7
sky130_fd_sc_hd__buf_4,1,6
sky130_fd_sc_hd__nor2b_1,3,3
sky130_fd_sc_hd__xor2_1,9,9
sky130_fd_sc_hd__xnor2_1,9,9
sky130_fd_sc_hd__nand2_1,22,22
sky130_fd_sc_hd__o21ai_0,8,8
sky130_fd_sc_hd__nand4_1,5,5
sky130_fd_sc_hd__edfxtp_1,8,8
sky130_fd_sc_hd__and2_1,4,4
sky130_fd_sc_hd__clkdlybuf4s50_1,0,15
sky130_fd_sc_hd__o31a_1,3,3
sky130_fd_sc_hd__clkbuf_8,1,5
sky130_fd_sc_hd__nor2_1,21,21
sky130_fd_sc_hd__ha_1,7,7
sky130_fd_sc_hd__a21oi_1,8,8
sky130_fd_sc_hd__nor3b_1,3,3
sky130_fd_sc_hd__nand3_1,7,7
sky130_fd_sc_hd__inv_1,8,8
sky130_fd_sc_hd__nor4_1,3,3
Power figures rest on the tool's default switching activity, not on a simulated workload.
